[design/flow/config.mk]
export PLATFORM = sky130hd
export DESIGN_NAME = ALU
export DESIGN_NICKNAME = ALU
export VERILOG_FILES = /design/flow/design.v
export SDC_FILE = /design/flow/constraint.sdc
export NUM_CORES = 4
export LEC_CHECK = 1
export CORE_UTILIZATION = 40
export SYNTH_HDL_FRONTEND = slang
[design/flow/constraint.sdc]
current_design ALU

set clk_period 1.0
set clk_io_pct 0.2

create_clock -name clk0 -period $clk_period [get_ports {i_CLK}]

set non_clock_inputs [all_inputs -no_clocks]
set_input_delay [expr $clk_period * $clk_io_pct] -clock clk0 $non_clock_inputs
set_output_delay [expr $clk_period * $clk_io_pct] -clock clk0 [all_outputs]
[design/flow/design.v]
package ALU_PACKAGE;
import UART_PACKAGE::*;
    function automatic logic [2*DATA_WIDTH-1:0] alu_add (
        input logic [DATA_WIDTH-1:0] a,
        input logic [DATA_WIDTH-1:0] b,
        ref logic cf,     
        ref logic of,     
        ref logic zf,     
        ref logic ef      
    );
        logic [DATA_WIDTH:0] temp_sum;   
        temp_sum = {1'b0, a} + {1'b0, b};
        alu_add = temp_sum[DATA_WIDTH-1:0];   
        cf = temp_sum[DATA_WIDTH];            
        of = (a[DATA_WIDTH-1] == b[DATA_WIDTH-1]) && 
             (alu_add[DATA_WIDTH-1] != a[DATA_WIDTH-1]);
        zf = (alu_add == 0);
        ef = (a == b);
    endfunction
    function automatic logic [2*DATA_WIDTH-1:0] alu_sub (
        input logic [DATA_WIDTH-1:0] a,
        input logic [DATA_WIDTH-1:0] b,
        ref logic cf,     
        ref logic of,     
        ref logic zf,     
        ref logic ef      
    );
        logic [DATA_WIDTH:0] temp_diff;
        temp_diff = {1'b0, a} - {1'b0, b};
        alu_sub = temp_diff[DATA_WIDTH-1:0];
        cf = temp_diff[DATA_WIDTH];   
        of = (a[DATA_WIDTH-1] != b[DATA_WIDTH-1]) && 
             (alu_sub[DATA_WIDTH-1] != a[DATA_WIDTH-1]);
        zf = (alu_sub == 0);
        ef = (a == b);
    endfunction
    function automatic logic [2*DATA_WIDTH-1:0] alu_mul (
        input logic [DATA_WIDTH-1:0] a,
        input logic [DATA_WIDTH-1:0] b,
        ref logic cf,     
        ref logic of,     
        ref logic zf,     
        ref logic ef      
    );
        logic [2*DATA_WIDTH-1:0] temp_prod;
        temp_prod = a * b;
        alu_mul = temp_prod;
        cf = 1'b0;
        of = (temp_prod[2*DATA_WIDTH-1:DATA_WIDTH] != 0);
        zf = (temp_prod == 0);
        ef = (a == b);
    endfunction
    function automatic logic [2*DATA_WIDTH-1:0] alu_div (
        input logic [DATA_WIDTH-1:0] a,
        input logic [DATA_WIDTH-1:0] b,
        ref logic cf,     
        ref logic of,     
        ref logic zf,     
        ref logic ef      
    );
        logic [DATA_WIDTH-1:0] quotient, remainder;
        if (b == 0) begin
            quotient = {DATA_WIDTH{1'b1}};
            remainder = {DATA_WIDTH{1'b1}};
            cf = 1'b1;   
        end else begin
            quotient = a / b;
            remainder = a % b;
            cf = 1'b0;
        end
        alu_div = {remainder, quotient};   
        of = 1'b0;
        zf = (quotient == 0);
        ef = (a == b);
    endfunction
    function automatic logic [2*DATA_WIDTH-1:0] alu_and (
        input logic [DATA_WIDTH-1:0] a,
        input logic [DATA_WIDTH-1:0] b,
        ref logic cf,     
        ref logic of,     
        ref logic zf,     
        ref logic ef      
    );
        logic [DATA_WIDTH-1:0] temp_result;
        temp_result = a & b;
        alu_and = {{DATA_WIDTH{1'b0}}, temp_result};   
        cf = 1'b0;
        of = 1'b0;
        zf = (temp_result == 0);
        ef = (a == b);
    endfunction
    function automatic logic [2*DATA_WIDTH-1:0] alu_or (
        input logic [DATA_WIDTH-1:0] a,
        input logic [DATA_WIDTH-1:0] b,
        ref logic cf,
        ref logic of,
        ref logic zf,
        ref logic ef
    );
        logic [DATA_WIDTH-1:0] temp_result;
        temp_result = a | b;
        alu_or = {{DATA_WIDTH{1'b0}}, temp_result};
        cf = 1'b0;
        of = 1'b0;
        zf = (temp_result == 0);
        ef = (a == b);
    endfunction
    function automatic logic [2*DATA_WIDTH-1:0] alu_nand (
        input logic [DATA_WIDTH-1:0] a,
        input logic [DATA_WIDTH-1:0] b,
        ref logic cf,
        ref logic of,
        ref logic zf,
        ref logic ef
    );
        logic [DATA_WIDTH-1:0] temp_result;
        temp_result = ~(a & b);
        alu_nand = {{DATA_WIDTH{1'b0}}, temp_result};
        cf = 1'b0;
        of = 1'b0;
        zf = (temp_result == 0);
        ef = (a == b);
    endfunction
    function automatic logic [2*DATA_WIDTH-1:0] alu_nor (
        input logic [DATA_WIDTH-1:0] a,
        input logic [DATA_WIDTH-1:0] b,
        ref logic cf,
        ref logic of,
        ref logic zf,
        ref logic ef
    );
        logic [DATA_WIDTH-1:0] temp_result;
        temp_result = ~(a | b);
        alu_nor = {{DATA_WIDTH{1'b0}}, temp_result};
        cf = 1'b0;
        of = 1'b0;
        zf = (temp_result == 0);
        ef = (a == b);
    endfunction
    function automatic logic [2*DATA_WIDTH-1:0] alu_xor (
        input logic [DATA_WIDTH-1:0] a,
        input logic [DATA_WIDTH-1:0] b,
        ref logic cf,
        ref logic of,
        ref logic zf,
        ref logic ef
    );
        logic [DATA_WIDTH-1:0] temp_result;
        temp_result = a ^ b;
        alu_xor = {{DATA_WIDTH{1'b0}}, temp_result};
        cf = 1'b0;
        of = 1'b0;
        zf = (temp_result == 0);
        ef = (a == b);
    endfunction
    function automatic logic [2*DATA_WIDTH-1:0] alu_xnor (
        input logic [DATA_WIDTH-1:0] a,
        input logic [DATA_WIDTH-1:0] b,
        ref logic cf,
        ref logic of,
        ref logic zf,
        ref logic ef
    );
        logic [DATA_WIDTH-1:0] temp_result;
        temp_result = ~(a ^ b);
        alu_xnor = {{DATA_WIDTH{1'b0}}, temp_result};
        cf = 1'b0;
        of = 1'b0;
        zf = (temp_result == 0);
        ef = (a == b);
    endfunction
    function automatic logic [2*DATA_WIDTH-1:0] alu_cmp_eq (
        input logic [DATA_WIDTH-1:0] a,
        input logic [DATA_WIDTH-1:0] b,
        ref logic cf,     
        ref logic of,     
        ref logic zf,     
        ref logic ef      
    );
        logic equal_result;
        equal_result = (a == b) ? 1'b1 : 1'b0;
        alu_cmp_eq = {{2*DATA_WIDTH-1{1'b0}}, equal_result};
        cf = 1'b0;
        of = 1'b0;
        zf = 1'b0;   
        ef = equal_result;   
    endfunction
    function automatic logic [2*DATA_WIDTH-1:0] alu_cmp_gt (
        input logic [DATA_WIDTH-1:0] a,
        input logic [DATA_WIDTH-1:0] b,
        ref logic cf,
        ref logic of,
        ref logic zf,
        ref logic ef
    );
        logic greater_result;
        greater_result = (a > b) ? 1'b1 : 1'b0;
        alu_cmp_gt = {{2*DATA_WIDTH-1{1'b0}}, greater_result};
        cf = 1'b0;
        of = 1'b0;
        zf = 1'b0;
        ef = (a == b);   
    endfunction
    function automatic logic [2*DATA_WIDTH-1:0] alu_shr (
        input logic [DATA_WIDTH-1:0] a,
        input logic [DATA_WIDTH-1:0] b,   
        ref logic cf,     
        ref logic of,     
        ref logic zf,     
        ref logic ef      
    );
        logic [DATA_WIDTH-1:0] temp_result;
        cf = a[0];   
        temp_result = a >> 1;
        alu_shr = {{DATA_WIDTH{1'b0}}, temp_result};
        of = 1'b0;
        zf = (temp_result == 0);
        ef = (a == b);   
    endfunction
    function automatic logic [2*DATA_WIDTH-1:0] alu_shl (
        input logic [DATA_WIDTH-1:0] a,
        input logic [DATA_WIDTH-1:0] b,   
        ref logic cf,     
        ref logic of,     
        ref logic zf,     
        ref logic ef      
    );
        logic [DATA_WIDTH-1:0] temp_result;
        cf = a[DATA_WIDTH-1];   
        temp_result = a << 1;
        alu_shl = {{DATA_WIDTH{1'b0}}, temp_result};
        of = a[DATA_WIDTH-1] ^ temp_result[DATA_WIDTH-1];
        zf = (temp_result == 0);
        ef = (a == b);
    endfunction
endpackage
package UART_PACKAGE; 
    parameter DATA_WIDTH = 8;
    parameter ADDRESS_WIDTH = 4;
    parameter ALU_FUN_WIDTH = 4;
    typedef enum logic [3:0] {
        OP_ADD     = 4'b0000,   
        OP_SUB     = 4'b0001,   
        OP_MUL     = 4'b0010,   
        OP_DIV     = 4'b0011,   
        OP_AND     = 4'b0100,   
        OP_OR      = 4'b0101,   
        OP_NAND    = 4'b0110,   
        OP_NOR     = 4'b0111,   
        OP_XOR     = 4'b1000,   
        OP_XNOR    = 4'b1001,   
        OP_CMP_EQ  = 4'b1010,   
        OP_CMP_GT  = 4'b1011,   
        OP_SHR     = 4'b1100,   
        OP_SHL     = 4'b1101,   
        OP_NOP     = 4'b1110,   
        OP_INVALID = 4'b1111    
    } opcode_t;
endpackage : UART_PACKAGE 
import UART_PACKAGE::*;
import ALU_PACKAGE::*;
module ALU (
    input i_CLK,
    input i_RSTn,
    input [ALU_FUN_WIDTH-1:0] i_ALU_FUN,
    input [DATA_WIDTH-1:0] i_A,
    input [DATA_WIDTH-1:0] i_B,
    input i_Enable,
    output logic [2*DATA_WIDTH-1:0] o_ALU_OUT,
    output logic o_CF,    
    output logic o_OF,    
    output logic o_EF,    
    output logic o_ZF,    
    output logic o_OUT_VALID
);
    opcode_t op;
    assign op = opcode_t'(i_ALU_FUN);   
    always_ff @( posedge i_CLK, negedge i_RSTn ) begin : pb_ALU
        if (!i_RSTn) begin
            o_ALU_OUT <= 'b0;
            o_OUT_VALID <= 'b0;
        end else begin
            o_OUT_VALID <= 'b1;
            case (op)
                OP_ADD:   o_ALU_OUT = alu_add(i_A, i_B, o_CF, o_OF, o_ZF, o_EF);
                OP_SUB:   o_ALU_OUT = alu_sub(i_A, i_B, o_CF, o_OF, o_ZF, o_EF);
                OP_MUL:   o_ALU_OUT = alu_mul(i_A, i_B, o_CF, o_OF, o_ZF, o_EF);
                OP_DIV:   o_ALU_OUT = alu_div(i_A, i_B, o_CF, o_OF, o_ZF, o_EF);
                OP_AND:   o_ALU_OUT = alu_and(i_A, i_B, o_CF, o_OF, o_ZF, o_EF);
                OP_OR:    o_ALU_OUT = alu_or(i_A, i_B, o_CF, o_OF, o_ZF, o_EF);
                OP_NAND:  o_ALU_OUT = alu_nand(i_A, i_B, o_CF, o_OF, o_ZF, o_EF);
                OP_NOR:   o_ALU_OUT = alu_nor(i_A, i_B, o_CF, o_OF, o_ZF, o_EF);
                OP_XOR:   o_ALU_OUT = alu_xor(i_A, i_B, o_CF, o_OF, o_ZF, o_EF);
                OP_XNOR:  o_ALU_OUT = alu_xnor(i_A, i_B, o_CF, o_OF, o_ZF, o_EF);
                OP_CMP_EQ: o_ALU_OUT = alu_cmp_eq(i_A, i_B, o_CF, o_OF, o_ZF, o_EF);
                OP_CMP_GT: o_ALU_OUT = alu_cmp_gt(i_A, i_B, o_CF, o_OF, o_ZF, o_EF);
                OP_SHR:   o_ALU_OUT = alu_shr(i_A, i_B, o_CF, o_OF, o_ZF, o_EF);
                OP_SHL:   o_ALU_OUT = alu_shl(i_A, i_B, o_CF, o_OF, o_ZF, o_EF);
                default: begin
                    o_ALU_OUT = '0;
                    o_CF = 1'b0;
                    o_OF = 1'b0;
                    o_ZF = 1'b0;
                    o_EF = 1'b0;
                    o_OUT_VALID <= 'b0;
                end
            endcase
        end
    end
endmodule
[design/flow/run.sh]
#!/bin/bash
# OpenROAD 26Q1-2900-gdf79404cd8, Yosys 0.63+post, stock flow scripts
make -C /OpenROAD-flow-scripts/flow DESIGN_CONFIG=/design/flow/config.mk WORK_HOME=/design/flow/orfs finish
==> out/results.ini <==
[status]
status=complete, but fails checks
violations=setup timing

[drt]
drt_iter0_markers=351
routedWlPerCell_um=17.40
vias=6437
dr.pass1.iters=4
wirelength_mm=20.62
vias_per_cell=5.432
insertedDiodeCount=0
antenna_left=0
drc=0

[clock_tree]
root_buffer=clkbuf_16
cts_tree=done
clk_pin_slew_worst_paths_ps=50
cts.sinks=17
clockBufferDepth=2
cts_hold_buf=0
numCtsBuffers=3
h-tree-depth=1

[setup_path]
end_kind=flip-flop
critPathRequiredTime_ps=1120
max_stage_delay_ps=420
startpoint_type=primary input
critPathSlowestCell=or3b_4
critPathArrivalTime_ps=9550
worst_path_most_repeated_cell=ha_1
path_class=primary input to flip-flop
critPathMaxFanout=7

[logic_synthesis]
synthTopCellsByCount=ha_1 (99), inv_1 (82), nor2_1 (59)
yosys_warnings=0
synthCells=726
synth_cell_types=73
top_cell=ha_1
synth-seq-area-share_pct=7.367
async_reset_ff_share_pct=100.0
yosysTopAreaCellShare_pct=21.45
ys_area_sq_mm=0.005774
yosys_cells=726
ys.flop_type=dfrtp_1
area_leaders=ha_1 (21%), fa_1 (14%), dfrtp_1 (7.4%)
ys.flops=17
synth_area_sq_mm=0.005774
edf_count=0
avgSynthCellArea_sq_um=7.954
top_area_cell=ha_1

[cells_and_area]
drive_above_1_share_pct=41.69
instances_no_fill=1185
area_growth_syn_to_layout_pct=59.48
final_core_util_pct=65.83
num-fill-cells=1106
design_area_sq_mm=0.009209

[power_and_ir_drop]
p_per_area_mw_per_mm2=1265
leakagePower_nw=4.437
ir_worst_vdd_v=0.0009107

[timing]
rsz0062_at_grt=true
hold_viol=0
finalWorstSetupSlack_ps=-8428
slew_violations=0
fmax_mhz=106.1
min_period_ps=9428
setup_viol=16
setup_tns_ps=-104670
finalCritPeriodShare_pct=942.8

[global_route]
grt_pass1_vias=6398
grt_pass1_wl_mm=33.11
antenna_found_initial=0
grt.total_usage_pct=29.64
grt_max_degree=22
grt-ovfl-total=0

[job]
cap_violations=0
tool_warnings=49

[floorplan]
ios=44
fp-utilization_pct=41.28
die_area_sq_mm=0.01492
die_x_um=122.2
core.rowCount=43
core_area_sq_mm=0.01399
die_h_um=122.2

[place]
globalplace.congestion=1.036
placed_area_sq_mm=0.008371
dpl.hpwl_mm=16.64
dp_cells=1149
portBuffers=38

[worst_hold_path]
hold_class=primary input to asynchronous set/reset pin

## area by class of cell
type	instances	area [sq um]	share of cell area [%]
clock buffer	4	78.83	0.8560
inverter	85	330.3	3.587
multi-input combinational	593	5590	60.71
sequential	17	425.4	4.620
tap	180	225.2	2.446
timing repair buffer	306	2559	27.79
## layer usage
layer	global-route usage (%)	share of wire (%)
met1	43.39	46
met2	45.55	44
met4	6.707	2.4
met5	0	0
met3	6.202	7.3
## registers in the layout, indices dropped and copies added (netlist names)
signal       flops
o_ALU_OUT       16
o_OUT_VALID      1
## cell families (layout without fill, tap and decap cells)
group                    Yosys count  in the layout  share of synthesized area, %
flip-flops                        17             17                         7.367
AND-OR/OR-AND                    199            199                         23.49
other                              1              4                       0.06494
buffers and inverters            119            395                         8.256
AND/OR/NAND/NOR                  190            190                         15.73
adder cells (fa/ha/maj)          138            138                         34.97
multiplexers                      21             21                         3.900
XOR/XNOR                          41             41                         6.219
## cells in the final DEF (no fill, tap or decap), types with 6 or more instances in the layout
master	instances
a21oi_2	12
nand2_1	52
buf_12	8
nand3_1	7
nor2_2	8
nor2b_1	8
ha_1	79
o21bai_1	8
ha_4	17
inv_1	72
o21a_1	7
clkdlybuf4s15_1	13
dfrtp_1	17
clkbuf_2	11
o21ai_2	10
a211oi_2	8
or3_1	6
inv_2	9
buf_6	24
fa_1	35
nand2b_1	12
a21o_1	13
a21oi_1	30
mux2i_1	8
xnor2_1	21
xor2_1	19
o211ai_1	7
buf_4	233
o21ai_1	11
o21ai_0	20
nor3_1	11
nor2_1	49
o22ai_1	9
## through the flow
stage,setup slack (ps),power (W),hold slack (ps)
2_1_floorplan,-8624,0.005913,-95.59
3_3_place_gp,-8925,0.009923,549.9
4_1_cts,-8458,0.01105,305.5
6_report,-8428,0.01165,300.1
3_5_place_dp,-9226,0.01002,556.7
5_1_grt,-8963,0.01269,306.3
## power breakdown
part           switching [W]  leakage, nW  total (W)  internal (W)
Clock               0.000227       0.0382   0.000765      0.000539
Combinational        0.00486         4.18     0.0101       0.00522
Sequential         0.0000246        0.220   0.000808      0.000783
## how the worst max path moves through the flow
stage / start / to / slack [ps] / cells past startpoint
after global routing: i_B[7] / o_ALU_OUT[0]$_DFF_PN0_ / -8960 / 48
final: i_A[7] / o_ALU_OUT[0]$_DFF_PN0_ / -8430 / 47
after CTS: i_B[7] / o_ALU_OUT[13]$_DFF_PN0_ / -8460 / 49
## repair_timing
action,4_1_cts,5_1_grt
pin swaps,18,58
gates cloned,0,2
hold endpoints to repair,0,0
setup buffers,14,16
endpoints found under the setup margin,34,22
resized,124,88
## critical path: cells and delay by family
family,cells,cell delay (ps)
and+or+nand+nor,9,1160
adders and majority gates,8,2370
muxes,1,320
buffers and inverters,5,910
AOI/OAI and AO/OA,24,4580
Power is estimated from default activity; no workload was simulated.
