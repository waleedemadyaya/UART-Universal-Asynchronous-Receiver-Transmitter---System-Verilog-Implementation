==> ./design.v <==
package ALU_PACKAGE;
import UART_PACKAGE::*;
    function automatic logic [2*DATA_WIDTH-1:0] alu_add (
        input logic [DATA_WIDTH-1:0] a,
        input logic [DATA_WIDTH-1:0] b,
        ref logic cf,     
        ref logic of,     
        ref logic zf,     
        ref logic ef      
    );
        logic [DATA_WIDTH:0] temp_sum;   
        temp_sum = {1'b0, a} + {1'b0, b};
        alu_add = temp_sum[DATA_WIDTH-1:0];   
        cf = temp_sum[DATA_WIDTH];            
        of = (a[DATA_WIDTH-1] == b[DATA_WIDTH-1]) && 
             (alu_add[DATA_WIDTH-1] != a[DATA_WIDTH-1]);
        zf = (alu_add == 0);
        ef = (a == b);
    endfunction
    function automatic logic [2*DATA_WIDTH-1:0] alu_sub (
        input logic [DATA_WIDTH-1:0] a,
        input logic [DATA_WIDTH-1:0] b,
        ref logic cf,     
        ref logic of,     
        ref logic zf,     
        ref logic ef      
    );
        logic [DATA_WIDTH:0] temp_diff;
        temp_diff = {1'b0, a} - {1'b0, b};
        alu_sub = temp_diff[DATA_WIDTH-1:0];
        cf = temp_diff[DATA_WIDTH];   
        of = (a[DATA_WIDTH-1] != b[DATA_WIDTH-1]) && 
             (alu_sub[DATA_WIDTH-1] != a[DATA_WIDTH-1]);
        zf = (alu_sub == 0);
        ef = (a == b);
    endfunction
    function automatic logic [2*DATA_WIDTH-1:0] alu_mul (
        input logic [DATA_WIDTH-1:0] a,
        input logic [DATA_WIDTH-1:0] b,
        ref logic cf,     
        ref logic of,     
        ref logic zf,     
        ref logic ef      
    );
        logic [2*DATA_WIDTH-1:0] temp_prod;
        temp_prod = a * b;
        alu_mul = temp_prod;
        cf = 1'b0;
        of = (temp_prod[2*DATA_WIDTH-1:DATA_WIDTH] != 0);
        zf = (temp_prod == 0);
        ef = (a == b);
    endfunction
    function automatic logic [2*DATA_WIDTH-1:0] alu_div (
        input logic [DATA_WIDTH-1:0] a,
        input logic [DATA_WIDTH-1:0] b,
        ref logic cf,     
        ref logic of,     
        ref logic zf,     
        ref logic ef      
    );
        logic [DATA_WIDTH-1:0] quotient, remainder;
        if (b == 0) begin
            quotient = {DATA_WIDTH{1'b1}};
            remainder = {DATA_WIDTH{1'b1}};
            cf = 1'b1;   
        end else begin
            quotient = a / b;
            remainder = a % b;
            cf = 1'b0;
        end
        alu_div = {remainder, quotient};   
        of = 1'b0;
        zf = (quotient == 0);
        ef = (a == b);
    endfunction
    function automatic logic [2*DATA_WIDTH-1:0] alu_and (
        input logic [DATA_WIDTH-1:0] a,
        input logic [DATA_WIDTH-1:0] b,
        ref logic cf,     
        ref logic of,     
        ref logic zf,     
        ref logic ef      
    );
        logic [DATA_WIDTH-1:0] temp_result;
        temp_result = a & b;
        alu_and = {{DATA_WIDTH{1'b0}}, temp_result};   
        cf = 1'b0;
        of = 1'b0;
        zf = (temp_result == 0);
        ef = (a == b);
    endfunction
    function automatic logic [2*DATA_WIDTH-1:0] alu_or (
        input logic [DATA_WIDTH-1:0] a,
        input logic [DATA_WIDTH-1:0] b,
        ref logic cf,
        ref logic of,
        ref logic zf,
        ref logic ef
    );
        logic [DATA_WIDTH-1:0] temp_result;
        temp_result = a | b;
        alu_or = {{DATA_WIDTH{1'b0}}, temp_result};
        cf = 1'b0;
        of = 1'b0;
        zf = (temp_result == 0);
        ef = (a == b);
    endfunction
    function automatic logic [2*DATA_WIDTH-1:0] alu_nand (
        input logic [DATA_WIDTH-1:0] a,
        input logic [DATA_WIDTH-1:0] b,
        ref logic cf,
        ref logic of,
        ref logic zf,
        ref logic ef
    );
        logic [DATA_WIDTH-1:0] temp_result;
        temp_result = ~(a & b);
        alu_nand = {{DATA_WIDTH{1'b0}}, temp_result};
        cf = 1'b0;
        of = 1'b0;
        zf = (temp_result == 0);
        ef = (a == b);
    endfunction
    function automatic logic [2*DATA_WIDTH-1:0] alu_nor (
        input logic [DATA_WIDTH-1:0] a,
        input logic [DATA_WIDTH-1:0] b,
        ref logic cf,
        ref logic of,
        ref logic zf,
        ref logic ef
    );
        logic [DATA_WIDTH-1:0] temp_result;
        temp_result = ~(a | b);
        alu_nor = {{DATA_WIDTH{1'b0}}, temp_result};
        cf = 1'b0;
        of = 1'b0;
        zf = (temp_result == 0);
        ef = (a == b);
    endfunction
    function automatic logic [2*DATA_WIDTH-1:0] alu_xor (
        input logic [DATA_WIDTH-1:0] a,
        input logic [DATA_WIDTH-1:0] b,
        ref logic cf,
        ref logic of,
        ref logic zf,
        ref logic ef
    );
        logic [DATA_WIDTH-1:0] temp_result;
        temp_result = a ^ b;
        alu_xor = {{DATA_WIDTH{1'b0}}, temp_result};
        cf = 1'b0;
        of = 1'b0;
        zf = (temp_result == 0);
        ef = (a == b);
    endfunction
    function automatic logic [2*DATA_WIDTH-1:0] alu_xnor (
        input logic [DATA_WIDTH-1:0] a,
        input logic [DATA_WIDTH-1:0] b,
        ref logic cf,
        ref logic of,
        ref logic zf,
        ref logic ef
    );
        logic [DATA_WIDTH-1:0] temp_result;
        temp_result = ~(a ^ b);
        alu_xnor = {{DATA_WIDTH{1'b0}}, temp_result};
        cf = 1'b0;
        of = 1'b0;
        zf = (temp_result == 0);
        ef = (a == b);
    endfunction
    function automatic logic [2*DATA_WIDTH-1:0] alu_cmp_eq (
        input logic [DATA_WIDTH-1:0] a,
        input logic [DATA_WIDTH-1:0] b,
        ref logic cf,     
        ref logic of,     
        ref logic zf,     
        ref logic ef      
    );
        logic equal_result;
        equal_result = (a == b) ? 1'b1 : 1'b0;
        alu_cmp_eq = {{2*DATA_WIDTH-1{1'b0}}, equal_result};
        cf = 1'b0;
        of = 1'b0;
        zf = 1'b0;   
        ef = equal_result;   
    endfunction
    function automatic logic [2*DATA_WIDTH-1:0] alu_cmp_gt (
        input logic [DATA_WIDTH-1:0] a,
        input logic [DATA_WIDTH-1:0] b,
        ref logic cf,
        ref logic of,
        ref logic zf,
        ref logic ef
    );
        logic greater_result;
        greater_result = (a > b) ? 1'b1 : 1'b0;
        alu_cmp_gt = {{2*DATA_WIDTH-1{1'b0}}, greater_result};
        cf = 1'b0;
        of = 1'b0;
        zf = 1'b0;
        ef = (a == b);   
    endfunction
    function automatic logic [2*DATA_WIDTH-1:0] alu_shr (
        input logic [DATA_WIDTH-1:0] a,
        input logic [DATA_WIDTH-1:0] b,   
        ref logic cf,     
        ref logic of,     
        ref logic zf,     
        ref logic ef      
    );
        logic [DATA_WIDTH-1:0] temp_result;
        cf = a[0];   
        temp_result = a >> 1;
        alu_shr = {{DATA_WIDTH{1'b0}}, temp_result};
        of = 1'b0;
        zf = (temp_result == 0);
        ef = (a == b);   
    endfunction
    function automatic logic [2*DATA_WIDTH-1:0] alu_shl (
        input logic [DATA_WIDTH-1:0] a,
        input logic [DATA_WIDTH-1:0] b,   
        ref logic cf,     
        ref logic of,     
        ref logic zf,     
        ref logic ef      
    );
        logic [DATA_WIDTH-1:0] temp_result;
        cf = a[DATA_WIDTH-1];   
        temp_result = a << 1;
        alu_shl = {{DATA_WIDTH{1'b0}}, temp_result};
        of = a[DATA_WIDTH-1] ^ temp_result[DATA_WIDTH-1];
        zf = (temp_result == 0);
        ef = (a == b);
    endfunction
endpackage
package UART_PACKAGE; 
    parameter DATA_WIDTH = 8;
    parameter ADDRESS_WIDTH = 4;
    parameter ALU_FUN_WIDTH = 4;
    typedef enum logic [3:0] {
        OP_ADD     = 4'b0000,   
        OP_SUB     = 4'b0001,   
        OP_MUL     = 4'b0010,   
        OP_DIV     = 4'b0011,   
        OP_AND     = 4'b0100,   
        OP_OR      = 4'b0101,   
        OP_NAND    = 4'b0110,   
        OP_NOR     = 4'b0111,   
        OP_XOR     = 4'b1000,   
        OP_XNOR    = 4'b1001,   
        OP_CMP_EQ  = 4'b1010,   
        OP_CMP_GT  = 4'b1011,   
        OP_SHR     = 4'b1100,   
        OP_SHL     = 4'b1101,   
        OP_NOP     = 4'b1110,   
        OP_INVALID = 4'b1111    
    } opcode_t;
endpackage : UART_PACKAGE 
import UART_PACKAGE::*;
module reg_file (
    input [DATA_WIDTH-1:0] i_WrData,
    input [ADDRESS_WIDTH-1:0] i_Address,
    input i_WrEn,
    input i_RdEn,
    input CLK,
    input RSTn,
    output logic [DATA_WIDTH-1:0] o_RdData,
    output logic [DATA_WIDTH-1:0] o_REG0,
    output logic [DATA_WIDTH-1:0] o_REG1,
    output logic [DATA_WIDTH-1:0] o_REG2,
    output logic [DATA_WIDTH-1:0] o_REG3,
    output logic                  o_RdData_Valid
);
    logic [DATA_WIDTH-1:0] r_reg_file [(2**ADDRESS_WIDTH)-1:0];
    always_ff @( posedge CLK, negedge RSTn ) begin : pb_reg_file
        if (!RSTn)
        begin
            for (int i = 0; i < ADDRESS_WIDTH; i++) begin
                if (i == 2) r_reg_file[i] <= 8'b1000_0001;
                else if (i == 3) r_reg_file[i] <= 8'b0010_0000;
                else r_reg_file[i] <= '0;
            end
            o_RdData <= 'b0;
            o_RdData_Valid <= 'b0;
        end else if (i_WrEn) begin
            r_reg_file[i_Address] <= i_WrData;
        end else if (i_RdEn) begin
            o_RdData <= r_reg_file[i_Address];
            o_RdData_Valid <= 'b1;
        end else begin
            o_RdData <= 'b0;
            o_RdData_Valid <= 'b0;
        end
    end
    assign o_REG0 = r_reg_file[0];
    assign o_REG1 = r_reg_file[1];
    assign o_REG2 = r_reg_file[2];
    assign o_REG3 = r_reg_file[3];
endmodule
==> ./run.sh <==
#!/bin/bash
# OpenROAD 26Q1-2900-gdf79404cd8, Yosys 0.63+post, stock flow scripts
make -C /OpenROAD-flow-scripts/flow DESIGN_CONFIG=/design/flow/config.mk WORK_HOME=/design/flow/orfs finish
==> ./config.mk <==
export PLATFORM = sky130hd
export DESIGN_NAME = reg_file
export DESIGN_NICKNAME = reg_file
export VERILOG_FILES = /design/flow/design.v
export SDC_FILE = /design/flow/constraint.sdc
export NUM_CORES = 4
export LEC_CHECK = 1
export CORE_UTILIZATION = 30
export SYNTH_HDL_FRONTEND = slang
==> ./constraint.sdc <==
current_design reg_file

set clk_period 2.3
set clk_io_pct 0.2

create_clock -name clk0 -period $clk_period [get_ports {CLK}]

set non_clock_inputs [all_inputs -no_clocks]
set_input_delay [expr $clk_period * $clk_io_pct] -clock clk0 $non_clock_inputs
set_output_delay [expr $clk_period * $clk_io_pct] -clock clk0 [all_outputs]
==> results_dict.tcl <==
# metrics dict for downstream scripts
set metrics [dict create \
    grtUsageTotal_pct 15.2 \
    clkTransAtPathRegs_ns 0.06 \
    netlist_area_mm2 0.00596 \
    hold_viol_final 0 \
    cts_sinks 137 \
    cts.hold.buffers_added 0 \
    power_per_cell_area_mw_per_mm2 910 \
    relSlewSlack_pct 48.8 \
    fmax_mhz 533 \
    drtIter0Drc 202 \
    ctsResizeCount 0 \
    criticalPathCategory "reg -> out" \
    finalSetupViolCount 0 \
    syn_inst 390 \
    dp_cells 691 \
    antenna_found_initial 0 \
    synth_cell_types 27 \
    grt_pass1_wl_mm 21.3 \
    slew_viol_final 0 \
    tritoncts "built" \
    cp_num_buf_inv 1 \
    num_vias 3411 \
    antennaDiodeCount 0 \
    path_delay_family "flip-flops" \
    cts_buffer_depth 2 \
    grt_pass1_vias 3597 \
    root_buffer "clkbuf_16" \
    ant_nets 0 \
    area_delta_synth_final_pct 23.4 \
    layout_top_cell "edfxtp_1" \
    grt_max_degree 42 \
    slowest_delay_ns 0.55 \
    cp_max_fo 3 \
    fin_cells 723 \
    yosysChipArea_mm2 0.00596 \
    io_buffers 56 \
    globalRouteOverflowTotal 0 \
    via_per_inst 4.72 \
    max_cap_viol_count 0 \
    final.min_clock_period_ns 1.88 \
    skew_ns 0.0111 \
    critical_path_required_ns 1.84 \
    tightest_slew_ns 0.766 \
    ys_cells 390 \
    drive_above_1_share_pct 22.3 \
    finalCritPeriodShare_pct 81.6 \
    gp_congestion 0.889 \
    crit_chain "clkdlybuf4s50_1" \
    outcome "finished clean" \
    final_cell_mix "edfxtp_1, mux2i_1, clkdlybuf4s50_1, dfrtp_1, buf_4" \
    crit_arrival_ns 1.42 \
    vdd_drop_max_v 0.000560 \
    hold_path.class "in -> async" \
    hold_slack_ns 0.278 \
    fp_util_pct 30.6 \
    synth_seq_share_pct 65.6 \
    yosysWarnings 0 \
    numSynthFlops 137 \
    routedWlPerCell_um 19.2 \
    rows 51 \
    warnings 25 \
    critPathSlowestCell "dfstp_2" \
    rsz0062_at_grt "false" \
    avgSynthCellArea_um2 15.3 \
    die_w_um 143 \
    leakage_nw 2.86 \
    core_region_area_mm2 0.0195 \
    cts_setup_buffers 0 \
    dp_hpwl_mm 9.54 \
    dieArea_mm2 0.0204 \
    end_kind "output pin" \
    cts_max_level 4 \
    drt_wl_total_mm 13.9 \
    clock_latency_ns 0.41 \
    drc_errors 0 \
    fin_setup_tns_ns 0 \
    numCtsBuffers 17 \
    firstDrtPassIters 5 \
    crit_path_start_kind "register" \
    die_h_um 143 \
    io-pin-count 57 \
]
cell usage after synthesis (all sizes together):
master,number,area [um2]
and2b,1,7.51
nand4,1,6.26
nor2,12,47.6
mux2,32,420
a21oi,8,40.0
nand3,24,120
dfstp,3,78.8
mux2i,64,641
nand3b,1,7.51
dfrtp,38,951
nand4b,2,17.5
nand2b,5,31.3
buf,51,405
nand2,20,77.6
a22oi,24,180
nor2b,2,12.5
and2,1,6.26
clkbuf,1,3.75
nor3b,1,12.5
edfxtp,96,2880
nor3,3,15.0
per-layer routing:
layer,vias up,wire (um),GRT usage [%]
met2,175,6000,21.4
met4,0,133,1.58
met3,14,1880,9.36
li1,1542,-,-
met5,-,0,0
met1,1680,5910,21.4
cell families after synthesis:
| kind of cell | after synthesis | share of synthesized area [%] |
|---|---|---|
| mux | 96 | 17.8 |
| compound gates | 32 | 3.69 |
| flops | 137 | 65.6 |
| simple gates | 73 | 6.06 |
| buf+inv | 52 | 6.86 |
path summary, 6_finish.rpt:
kind | from | endpoint | slack [ns] | cells past startpoint
max reg2reg | o_REG1[5] | o_RdData[5] | 0.99 | 4
min | RSTn | o_REG0[2] | 0.28 | 2
max | o_REG2[7] | o_REG2[7] | 0.42 | 1
min reg2reg | o_RdData_Valid | o_RdData_Valid | 0.48 | 2
min in group clk0 | o_RdData_Valid | o_RdData_Valid | 0.48 | 2
max in group asynchronous | RSTn | o_RdData[2] | 1.64 | 2
report_power, final:
| group | leakage, nW | switching, mW | internal, mW |
|---|---|---|---|
| Combinational | 1.18 | 0.307 | 0.505 |
| Sequential | 1.37 | 0.138 | 2.83 |
| Clock | 0.310 | 0.977 | 1.94 |
| Total | 2.86 | 1.42 | 5.28 |
sequential cells by signal (all words and copies together), names as in the netlist:
name and cells:
o_REG2 8, o_RdData 8, o_RdData_Valid 1, o_REG0 8
r_reg_file 96, o_REG3 8, o_REG1 8
through the flow:
step	instance area (um2)	util [%]	total power, mW	setup WS [ns]
floorplan	5960	-	3.46	0.352
global placement	6720	34.5	3.83	0.0331
detailed placement	6720	34.5	3.83	0.00685
CTS	7360	37.8	6.75	0.410
global route	7360	37.8	6.95	0.322
finish	7360	37.8	6.70	0.424
layout make-up:
| class | count | area [um2] |
|---|---|---|
| Clock inverter | 13 | 201 |
| Timing Repair Buffer | 88 | 831 |
| Multi-Input combinational cell | 201 | 1640 |
| Sequential cell | 137 | 3910 |
| Tap cell | 265 | 332 |
| Clock buffer | 19 | 443 |
| Fill cell | 1791 | 12100 |
Power figures rest on the tool's default switching activity, not on a simulated workload.
